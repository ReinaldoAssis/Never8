**flow/config.mk**
```make
export PLATFORM = sky130hd
export DESIGN_NAME = regbank
export DESIGN_NICKNAME = regbank
export VERILOG_FILES = /design/flow/design.v
export SDC_FILE = /design/flow/constraint.sdc
export NUM_CORES = 4
export LEC_CHECK = 1
export CORE_UTILIZATION = 30
```
**flow/constraint.sdc**
```tcl
current_design regbank

set clk_period 1.9
set clk_io_pct 0.2

create_clock -name clk0 -period $clk_period [get_ports {clk}]

set non_clock_inputs [all_inputs -no_clocks]
set_input_delay [expr $clk_period * $clk_io_pct] -clock clk0 $non_clock_inputs
set_output_delay [expr $clk_period * $clk_io_pct] -clock clk0 [all_outputs]
```
**flow/design.v**
```verilog
module regbank (
    input [4:0] sel,
    input [7:0] data_in,
    input clk,
    input write_reg,
    output reg [7:0] data_out
);
    reg [7:0] register_file [0:31];
    always @(posedge clk) begin
        if (write_reg) begin
            register_file[sel] <= data_in;
        end        
        if (sel == 0)
            data_out <=  8'b00000000;
        else
            data_out <= register_file[sel];
    end
endmodule
```
**flow/run.sh**
```bash
#!/bin/bash
# OpenROAD 26Q1-2900-gdf79404cd8, Yosys 0.63+post, stock flow scripts
make -C /OpenROAD-flow-scripts/flow DESIGN_CONFIG=/design/flow/config.mk WORK_HOME=/design/flow/orfs finish
```
==> out/qor.yml <==
synthesis:
  ys_chip_area_um2: 10200
  syn_area_um2: 10200
  topCellsByArea: "edfxtp_1 (75%), mux2i_1 (13%), o22ai_1 (3.9%)"
  async_flop_share_pct: 0
  synthDistinctLibCells: 25
  yosys_warnings: 1
  postSynthCellCount: 585
  most_common_cell: "edfxtp_1"
  yosys_most_used_dff: "edfxtp_1"
  yosysTopAreaCell: "edfxtp_1"
  syn_avg_cell_area_um2: 17.5
  numSynthFlops: 264
  ys_top_cells_by_count: "edfxtp_1 (256), mux2i_1 (128), o22ai_1 (64)"
  ys_seq_share_pct: 76.7
  edf_count: 256
  ys_cells: 585
  top_area_share_pct: 75.1
critical_path:
  worstSetupStartpointType: "register"
  cp.buffers_inverters: 1
  worstPathMaxFanout: 1
  cp_top_family: "buffers and inverters"
  r2r_cells: 4
  slowest_stage: "clkdlybuf4s50_1"
  crit_arrival_ns: 1.46
  max_stage_delay_ns: 0.50
  cp.required_ns: 1.52
  crit_type: "reg2out"
  crit_chain: "clkdlybuf4s50_1"
  crit_cells: 1
  end_kind: "primary output"
place:
  dpl.hpwl_um: 16600
  post_dp_cell_area_um2: 11800
  place_congestion: 0.925
  port_buffers: 22
clock_network:
  cts_buffers: 27
  clockRootBuffer: "clkbuf_16"
  clk_pin_slew_worst_paths_ns: 0.06
  htreeDepth: 1
  cts_setup_buffers: 0
  clockBufferDepth: 3
  cts_sinks: 264
  insertion_delay_ns: 0.53
  cts_tree: "yes"
route:
  vias_per_cell: 4.77
  drt_iter0_drc: 365
  vias: 5590
  num_antenna_cells: 0
  drc: 0
  drt_first_pass_iters: 5
  wire_per_inst_um: 20.6
  antenna_left: 0
  drt-total-wl_um: 24200
global_route:
  grt_pass1_wl_um: 36400
  overflow: 0
  grt_antenna_before_repair: 0
  grt_pass1_vias: 5772
  grt_max_degree: 33
  grt_usage_pct: 15.0
sta:
  max-slew-margin-rel_pct: 70.5
  rsz0062_at_grt: "false"
  holdWs_ns: 0.674
  fin_skew_ns: 0.0109
  finalClockPeriodUsage_pct: 96.8
  drv_slew: 0
  max_slew.worst_pin.slew_ns: 0.439
  min_period_ns: 1.84
  finalHoldViolCount: 0
  setup_violations: 0
  fmax_ghz: 0.544
pwr:
  p_sw_mw: 2.49
  p_int_mw: 9.53
  power_density_nw_per_um2: 954
  power_leakage_nw: 4.38
  p_sw_share_pct: 20.7
  pwr-share-seq_pct: 54.3
  comb_power_share_pct: 6.0
  p_clk_share_pct: 39.8
  vdd_ir_drop_max_v: 0.000511
layout:
  drive_above_1_share_pct: 21.0
  fillCellCount: 3094
  fin_area_um2: 12600
  areaGrowthSynthToFinish_pct: 23.1
die:
  die_area_um2: 34900
  row_count: 67
  io_pins: 23
  die_h_um: 187
  coreArea_um2: 33500
  die_x_um: 187
  floorplan.core_util_pct: 30.5
run:
  maxCapViolCount: 0
  warning_count: 26
hold_path:
  hold_class: "in2reg"
  hold_path_depth: 5
outcome:
  status: "completed"
==> power groups by stage <==
stage / Sequential, mW / Combinational, mW / Clock, mW
after CTS: 6.53 / 0.722 / 4.86
after global routing: 6.53 / 0.773 / 5.11
final: 6.52 / 0.717 / 4.78
==> what timing repair did <==
item	4_1_cts	5_1_grt
hold buffers	0	0
resized	4	4
hold endpoints to repair	0	0
pin swaps	0	0
setup endpoints to repair	5	3
==> per-stage QoR <==
step	power [mW]	std cells	utilization (%)	worst slack, ns	setup TNS (ns)
detailed placement	7.36	1122	35.0	-0.630	-76.13
global placement	7.36	1122	35.0	-0.625	-74.60
finish	12.0	1172	37.6	0.0614	0
floorplan	6.92	585	-	-0.132	-18.12
global route	12.4	1172	37.6	0.0118	0
CTS	12.1	1172	37.5	0.0183	0
==> worst register-to-register path: stages, from the launching register on <==
cell      delay, ns
edfxtp_1       0.36
mux2i_1        0.31
o22ai_1        0.13
nor4_1         0.41
a31oi_1        0.14
==> cells by family after synthesis <==
logic type / Yosys count / synth area share [%]
multiplexers: 128 / 12.5
AND-OR/OR-AND: 72 / 4.40
AND/OR/NAND/NOR: 87 / 4.73
flip-flops: 264 / 76.7
buffers and inverters: 34 / 1.66
==> sequential cells by signal, indices dropped and copies added, names as in the netlist <==
signal and cells:
data_out 8, register_file 256
==> final cells by class <==
type / count / area, um^2 / share of cell area (%)
Sequential cell: 264 / 7850 / 62.3
Multi-Input combinational cell: 287 / 2280 / 18.1
Timing Repair Buffer: 123 / 1100 / 8.77
Clock buffer: 33 / 698 / 5.54
Tap cell: 448 / 561 / 4.45
Clock inverter: 17 / 105 / 0.834
==> metal layers <==
layer | global-route usage (%) | up-vias | share of wire, %
met1 | 21.4 | 2758 | 41
met5 | 0 | - | 0
li1 | - | 2598 | -
met4 | 3.03 | 0 | 2.3
met3 | 6.70 | 34 | 11
met2 | 22.5 | 200 | 46
==> path summary, 6_finish.rpt <==
kind / start / end / slack (ns)
worst max-delay path: data_out[6] / data_out[6] / 0.06
worst min-delay path: sel[1] / data_out[5] / 0.67
worst max register to register: register_file[3][5] / data_out[5] / 0.44
worst min register to register: register_file[4][3] / data_out[3] / 0.75
==> cell usage in the layout, fill, tap and decap left out <==
cell / count
edfxtp_1: 256
mux2i_1: 128
buf_4: 91
o22ai_1: 59
nor2_1: 45
clkbuf_16: 27
clkdlybuf4s50_1: 21
clkinv_1: 10
buf_12: 10
nor4_1: 8
a31oi_1: 8
dfxtp_1: 8
clkbuf_1: 6
nor3_2: 5
o22ai_2: 5
nand3b_1: 4
nand4b_1: 4
or4b_1: 4
nand4bb_1: 4
clkinv_2: 4
nand2_1: 3
or3b_2: 2
nand3_1: 2
or4bb_4: 2
nor2_2: 1
or3_1: 1
or4_4: 1
nand4_1: 1
inv_6: 1
bufinv_16: 1
clkinv_4: 1
buf_6: 1
No activity file was given, so power comes from the tool's default toggle rates.
