$ cat flow/config.mk
export PLATFORM = sky130hd
export DESIGN_NAME = maverik
export DESIGN_NICKNAME = maverik
export VERILOG_FILES = /design/flow/design.v
export SDC_FILE = /design/flow/constraint.sdc
export NUM_CORES = 4
export LEC_CHECK = 1
export CORE_AREA = 10 10 70 70
export DIE_AREA = 0 0 80 80
$ cat flow/constraint.sdc
current_design maverik

set clk_period 2.7
set clk_io_pct 0.2

create_clock -name clk0 -period $clk_period [get_ports {clk}]

set non_clock_inputs [all_inputs -no_clocks]
set_input_delay [expr $clk_period * $clk_io_pct] -clock clk0 $non_clock_inputs
set_output_delay [expr $clk_period * $clk_io_pct] -clock clk0 [all_outputs]
$ cat flow/design.v
module alu8bit (
    input [2:0] opcode,
    input [4:0] a,
    input [7:0] b,
    output reg zflag,
    output reg c,
    output reg [7:0] data_out
);
    wire [7:0] sum1;
    wire sum_cout;
    wire [7:0] sub1;
    wire [7:0] sub_cout;
    wire [7:0] not_a = {3'b111,~a};
    eight_bit_adder adder1(
        .a({3'b000, a}),
        .b(b),
        .cin(1'b0),
        .s(sum1),
        .cout(sum_cout)
    );
    eight_bit_adder subtract(
        .a(not_a),
        .b(b),
        .cin(1'b1),
        .s(sub1),
        .cout(sub_cout)
    );
    always @(*) begin
        case(opcode[0])
            1'b0: begin   
                data_out = sum1;
                c = sum_cout;
                zflag = (data_out == 8'b0);
            end
            1'b1: begin   
                data_out = sub1;
                c = sub_cout;
                zflag = (data_out == 8'b0);
            end
            default: begin
                data_out = 8'b0;
                c = 1'b0;
                zflag = 1'b1;
            end
        endcase
    end
endmodule
module eight_bit_adder(
    input [7:0] a,
    input [7:0] b,
    input cin,
    output [7:0] s,
    output cout
);
    wire [7:0] couts;
    full_adder fa1 (
        .a(a[0]),
        .b(b[0]),
        .cin(cin),
        .s(s[0]),
        .cout(couts[0])
    );
    full_adder fa2 (
        .a(a[1]),
        .b(b[1]),
        .cin(couts[0]),
        .s(s[1]),
        .cout(couts[1])
    );
    full_adder fa3 (
        .a(a[2]),
        .b(b[2]),
        .cin(couts[1]),
        .s(s[2]),
        .cout(couts[2])
    );
    full_adder fa4 (
        .a(a[3]),
        .b(b[3]),
        .cin(couts[2]),
        .s(s[3]),
        .cout(couts[3])
    );
    full_adder fa5 (
        .a(a[4]),
        .b(b[4]),
        .cin(couts[3]),
        .s(s[4]),
        .cout(couts[4])
    );
    full_adder fa6 (
        .a(a[5]),
        .b(b[5]),
        .cin(couts[4]),
        .s(s[5]),
        .cout(couts[5])
    );
    full_adder fa7 (
        .a(a[6]),
        .b(b[6]),
        .cin(couts[5]),
        .s(s[6]),
        .cout(couts[6])
    );
    full_adder fa8 (
        .a(a[7]),
        .b(b[7]),
        .cin(couts[6]),
        .s(s[7]),
        .cout(cout)
    );
endmodule
module full_adder(
    input a,
    input b,
    input cin,
    output s,
    output cout
);
    wire s1;
    wire cout1;
    wire cout_ha2;  
    half_adder ha1 (
        .a(a),
        .b(b),
        .s(s1),
        .cout(cout1)
    );
    half_adder ha2 (
        .a(s1),
        .b(cin),
        .s(s),
        .cout(cout_ha2)  
    );
    assign cout = cout1 | cout_ha2;  
endmodule
module half_adder(
    input a,
    input b,
    output s,
    output cout
);
    assign s = a ^ b;
    assign cout = a & b;
endmodule
module maverik(
    input clk,
    output wire [7:0] reg_out,
    output wire [7:0] next_pc,
    output wire [7:0] next_pc_jmp,
    output wire [7:0] mem_out
);
    reg [7:0] pc;  
    reg [7:0] acc;  
    wire zflag;
    wire carry;
    initial begin
        pc = 8'b00000000;
        acc = 8'b00000000;
    end
    program_mem memory (
        .address(pc),
        .clk(clk),
        .data_out(mem_out)
    );
    alu8bit alu (
        .opcode(mem_out[7:5]),
        .a(mem_out[4:0]),
        .b(acc),
        .zflag(zflag),
        .c(carry),
        .data_out(reg_out)
    );
    eight_bit_adder jmp_pc_adder (
        .a(pc),
        .b({3'b000, mem_out[4:0]}),  
        .cin(1'b0),
        .cout(), 
        .s(next_pc_jmp)
    );
    eight_bit_adder next_pc_adder (
        .a(pc),
        .b(8'b00000001),
        .cin(1'b0),
        .cout(), 
        .s(next_pc)
    );
    always @(posedge clk) begin
        case (mem_out[7:5])
            3'b011: begin  
                pc <= next_pc_jmp;
            end
            default: begin
                pc <= next_pc;
            end
        endcase
    end
endmodule
module program_mem (
    input [7:0] address,      
    input clk,                
    output reg [7:0] data_out  
);
    reg [7:0] memory [0:255];
    initial begin
        memory[0] = 8'b00000001;   
        memory[1] = 8'b00000010;   
        memory[2] = 8'b00000011;   
    end
    always @(posedge clk) begin
        data_out <= memory[address];
    end
endmodule
$ cat flow/run.sh
#!/bin/bash
# OpenROAD 26Q1-2900-gdf79404cd8, Yosys 0.63+post, stock flow scripts
make -C /OpenROAD-flow-scripts/flow DESIGN_CONFIG=/design/flow/config.mk WORK_HOME=/design/flow/orfs finish
==> results.cfg <==
; physical design summary
[power_and_ir_drop]
total_power_uw = 247
power.share.combinational_pct = 0.4
power_leakage_uw = 0.000402
p_sw_share_pct = 19.6
p_seq_share_pct = 59.7
p_sw_uw = 48.3
peakVddDrop_uv = 124
power_density_nw_per_um2 = 267
internal-power_uw = 199
clockPowerShare_pct = 40.0

[synthesis]
syn_inst = 61
netlist_area_sq_um = 648
ys_seq_share_pct = 30.9
ys_ff = 10
top_area_share_pct = 37.1
yosys_area_sq_um = 648
topCellsByArea = buf_4 (37%), dfxtp_1 (31%), ha_1 (23%), fa_1 (3.1%), xor2_1 (2.7%)
syn_avg_cell_area_sq_um = 10.6
yosys-stat-cells = 61
synth_warnings = 4
yosysTopAreaCell = buf_4
synth.distinct_cells = 9

[layout]
finalNonFillerCells = 116
layout-drive-gt1-share_pct = 40.0
logic_area_sq_um = 398
lay_top_count = clkdlybuf4s50_1
area_delta_synth_final_pct = 43.1
final_cell_mix = clkdlybuf4s50_1 (14), ha_4 (12), conb_1 (12)
flop_area_sq_um = 204
nFillCells = 357

[timing]
fin_crit_sh_pct = 98.2
finalSetupViolations = 0
fin_tns_setup_ns = 0
fin_skew_ns = 0.00237
rsz0062_at_grt = yes
period_minus_slack_ns = 2.65
fmax_ghz = 0.377
slew_viol_final = 0
hold_viol_final = 0
whs_ns = 0.546

[placement]
gp_congestion = 0.632
dp.cells = 110
dp_hpwl_mm = 1.01
io_buffers = 20

[global_route]
grt_max_degree = 6
grt_pass1_vias = 362
grt_pass1_wl_mm = 1.68
grt_use_total_pct = 3.36
grt-ovfl-total = 0
antenna_found_initial = 0

[critical_path]
cp.arrival_ns = 2.11
reg2reg_slack_ns = 0.94
r2r_start = pc[0]
startpoint_type = flip-flop
worstReg2RegEnd = pc[7]
critPathKind = flip-flop to output port
cp.required_ns = 2.16
r2r_cells = 9
endpoint_kind = output port
worstPathMaxFanout = 2

[floorplanning]
chipArea_sq_um = 6400
core_sq_um = 3420
io_pins = 33
dieWidth_microns = 80
fp_util_pct = 19.0
rows = 21
die.size.y_microns = 80

[clocking]
cts-root-buf = clkbuf_4
h-tree-depth = 1
cts_tree = built
clk_latency_ns = 0.26
cts_buffers = 3
cts.clk_slew.worst_paths_ns = 0.06
clock_sinks = 10
cts_hold_buffers = 0
clk_path_buf_depth = 2

[worst_hold_path]
hold_start = pc[0]
hold_end = memory.data_out[0]
whs_path_depth = 2
hold_class = flip-flop to flip-flop

[route]
num_vias = 350
route.detailed.drc = 0
drtIter0Drc = 2
first_pass_iters = 2
antenna_cells = 0
wl_per_cell_microns = 9.89
wirelength_mm = 1.15
postRouteAntennaNets = 0
viasPerCell = 3.02

[flow_run]
warnings = 27
maxCapViolCount = 0

[run_status]
status = finished clean
## timing repair
action,4_1_cts,5_1_grt
setup endpoints to repair,7,2
pin swaps,4,2
setup buffers,3,0
gates resized,37,0
## cells in the mapped netlist
cell	n
or2_1	1
xor2_1	2
ha_1	12
conb_1	1
dfxtp_1	10
buf_4	32
nand2b_1	1
inv_1	1
fa_1	1
## layer usage
metal	track usage, %	wire length (microns)
met1	3.46	409
met2	4.74	507
met3	3.41	218
met4	0.704	10
met5	0	0
## flip-flops by register name, indices dropped and copies added, names as in the netlist
name / count
memory.data_out: 2
pc: 8
## metrics by stage
step	util (%)	worst slack, ns	area (sq um)
after global routing	27.1	-0.0341	927
final	27.1	0.0486	927
after floorplan	-	0.178	689
after detailed placement	21.6	-0.280	737
after CTS	27.1	-0.00819	927
after global placement	21.6	-0.235	737
## critical path, stage by stage (launching register included)
cell and delay (ns):
dfxtp_2 0.34, ha_4 0.15, fa_2 0.35, ha_4 0.17
ha_4 0.15, ha_4 0.16, ha_4 0.16, ha_4 0.15
xor2_1 0.13, buf_2 0.11
## worst max-delay path by stage
| stage | to | slack, ns | from |
|---|---|---|---|
| finish | next_pc_jmp[7] | 0.05 | pc[0] |
| global route | next_pc_jmp[7] | -0.03 | pc[0] |
| CTS | next_pc_jmp[7] | -0.008 | pc[0] |
## area by class of cell
| cell class | count | share of cell area, % |
|---|---|---|
| Multi-Input combinational cell | 29 | 42.9 |
| Sequential cell | 10 | 22.0 |
| Inverter | 1 | 0.405 |
| Timing Repair Buffer | 27 | 26.0 |
| Tap cell | 46 | 6.21 |
| Clock buffer | 3 | 2.43 |
## power by group through the flow
stage / sequential, uW / combinational (uW) / clock, uW
finish: 147 / 0.927 / 98.8
global route: 147 / 1.86 / 114
CTS: 147 / 1.55 / 105
## cells by family after synthesis
| kind of cell | Yosys count | synth area share, % |
|---|---|---|
| flip-flops | 10 | 30.9 |
| buffers and inverters | 33 | 37.6 |
| other | 1 | 0.579 |
| AND/OR/NAND/NOR | 2 | 1.93 |
| XOR/XNOR | 2 | 2.70 |
| adder cells (fa/ha/maj) | 13 | 26.3 |
Power is estimated from default activity; no workload was simulated.
